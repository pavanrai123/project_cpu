==> ./design.v <==
module multiplexer_5ch(mux_out,data_a,data_b,data_c,data_d,data_e,sel);
parameter word_size=8;
input [word_size-1 :0] data_a,data_b,data_c,data_d,data_e;
input [2:0] sel;
output [word_size-1 :0] mux_out;
assign mux_out=(sel==0)?data_a:(sel==1)?data_b:(sel==2)?data_c:(sel==3)?data_d:(sel==4)?data_e:'bx;
endmodule
==> ./run.sh <==
#!/bin/bash
# OpenROAD 26Q1-2900-gdf79404cd8, Yosys 0.63+post, stock flow scripts
make -C /OpenROAD-flow-scripts/flow DESIGN_CONFIG=/design/flow/config.mk WORK_HOME=/design/flow/orfs finish
==> ./config.mk <==
export PLATFORM = sky130hd
export DESIGN_NAME = multiplexer_5ch
export DESIGN_NICKNAME = multiplexer_5ch
export VERILOG_FILES = /design/flow/design.v
export SDC_FILE = /design/flow/constraint.sdc
export NUM_CORES = 4
export LEC_CHECK = 1
export CORE_AREA = 10 10 70 70
export DIE_AREA = 0 0 80 80
==> ./constraint.sdc <==
current_design multiplexer_5ch

set clk_period 4.0
set clk_io_pct 0.2

create_clock -name clk0 -period $clk_period

set non_clock_inputs [all_inputs -no_clocks]
set_input_delay [expr $clk_period * $clk_io_pct] -clock clk0 $non_clock_inputs
set_output_delay [expr $clk_period * $clk_io_pct] -clock clk0 [all_outputs]
==> results.json <==
{
  "status": "complete, no violations",
  "hold_violations": 0,
  "final_cells": 135,
  "antenna_left": 0,
  "cp.arrival_ns": 2.58,
  "area_leaders": "o211ai_2, mux2i_1, a32oi_1",
  "synth_top_area_share_pct": 28.57,
  "drive_gt1_share_pct": 14.61,
  "place.gp.congestion": 0.8096,
  "syn_avg_cell_area_um2": 8.983,
  "ys_warn_count": 0,
  "seq_cells": 0,
  "ir_drop_mv": 0.03220,
  "required_ns": 3.20,
  "min_from": "data_a[5]",
  "grt_usage_pct": 5.889,
  "area_growth_pct": 156.8,
  "combGateArea_um2": 309.0,
  "clockBufferCount": 0,
  "fin_ws_ns": 0.6177,
  "chip_area_um2": 6400,
  "die_h_um": 80,
  "crit_chain": "clkdlybuf4s50_1 > buf_4 > nor3_4 > nand2_1 > o211ai_2 > clkdlybuf4s50_1",
  "grt_pass1_wl_mm": 2.967,
  "initCoreUtil_pct": 10.26,
  "whs_endpoint": "mux_out[5]",
  "worstHoldPathCells": 4,
  "n_fill_cell": 375,
  "route.antenna.diode_count": 0,
  "drc": 0,
  "endpoint_kind": "output port",
  "routed_wl_mm": 2.052,
  "crit_type": "primary input to output port",
  "drv_cap": 0,
  "cp_slowest_stage_delay_ns": 0.53,
  "core_um2": 3416,
  "wire_per_inst_um": 15.20,
  "grt_pass1_vias": 558,
  "synth.top_cells.by_count": "a32oi_1, mux2i_1, nand2_1, o211ai_2, buf_6",
  "syn_inst": 39,
  "vias_per_cell": 3.904,
  "antenna_found_initial": 0,
  "slowest_stage": "clkdlybuf4s50_1",
  "drtPass1Iterations": 4,
  "setup_viol": 0,
  "cts_resized": 0,
  "post-dp-hpwl_mm": 1.842,
  "yosys_area_um2": 350.3,
  "fp-row-count": 21,
  "dp_cells": 135,
  "ys_seq_share_pct": 0,
  "ys_types": 10,
  "grt_max_degree": 9,
  "cp_common_cell": "clkdlybuf4s50_1",
  "worstSetupStartpointType": "primary input",
  "rsz0062_at_grt": "false",
  "worst-slew-pin-transition_ns": 0.5116,
  "fmaxAchievable_ghz": 0.2957,
  "slew_headroom_pct": 65.89,
  "min_period_ns": 3.382,
  "num_vias": 527,
  "ys_cells": 39,
  "ios": 51,
  "fin_crit_sh_pct": 84.56,
  "worstPathMaxFanout": 8,
  "netlist_area_um2": 350.3,
  "synth_area_leader_cell": "o211ai_2",
  "holdWs_ns": 2.534,
  "detailedPlace.worstSlack_ns": 0.6152,
  "ff_latch_area_um2": 0,
  "overflow": 0,
  "tool_warnings": 32,
  "dieWidth_um": 80,
  "cts_setup_buffers": 0,
  "hold_buffers": 0,
  "drv_slew": 0,
  "hp-class": "primary input to output port",
  "p_leak_nw": 0.3270,
  "first_iter_violations": 47,
  "fin_total_pwr_w": 0.00009060,
  "io_buffers": 51,
  "powerDensity_nw_per_um2": 100.7,
  "setup_tns_ns": 0
}
==> critical path: cells and delay by family <==
family                 cells  cell delay (ns)
AND/OR/NAND/NOR            2             0.46
buffers and inverters      3             1.25
AND-OR/OR-AND              1             0.07
==> cells in the final DEF (no fill, tap or decap), drive strengths merged <==
cell / count
a32oi: 8
buf: 3
clkdlybuf4s50: 51
mux2i: 8
nand2: 8
nand2b: 1
nor2: 1
nor3: 1
o211ai: 8
==> per-layer routing <==
layer / GRT usage (%) / part of all wire (%)
met1: 8.245 / 46
met2: 8.748 / 42
met3: 2.386 / 12
met4: 0 / 0
met5: 0 / 0
==> through the flow <==
stage,util (%),instance area (µm²)
2_1_floorplan,-,350.3
3_3_place_gp,26.34,899.6
3_5_place_dp,26.34,899.6
4_1_cts,26.34,899.6
5_1_grt,26.34,899.6
6_report,26.34,899.6
==> cell type report <==
class	count	area share, %
multi-input cells	35	34.35
repair buffers	54	59.25
well taps	46	6.398
==> cell families (layout without fill, tap and decap cells) <==
| group | after synthesis | in the layout | share of synthesized area, % |
|---|---|---|---|
| AOI/OAI and AO/OA | 16 | 16 | 48.57 |
| buffers and inverters | 4 | 54 | 11.78 |
| muxes | 8 | 8 | 22.86 |
| and+or+nand+nor | 11 | 11 | 16.79 |
==> power by group <==
group | switching, W | internal, W
sequential | 0 | 0
clock | 0 | 0
combinational | 0.0000263 | 0.0000643
total | 0.0000263 | 0.0000643
==> worst max path at each step <==
stage | from | endpoint | slack (ns) | depth (start not counted)
after CTS | sel[2] | mux_out[0] | 0.60 | 6
after global routing | sel[2] | mux_out[1] | 0.50 | 6
final | sel[2] | mux_out[0] | 0.62 | 6
No activity file was given, so power comes from the tool's default toggle rates.
