==> flow/config.mk <==
export PLATFORM = sky130hd
export DESIGN_NAME = multiplexer_3ch
export DESIGN_NICKNAME = multiplexer_3ch
export VERILOG_FILES = /design/flow/design.v
export SDC_FILE = /design/flow/constraint.sdc
export NUM_CORES = 4
export LEC_CHECK = 1
export CORE_AREA = 10 10 70 70
export DIE_AREA = 0 0 80 80
==> flow/constraint.sdc <==
current_design multiplexer_3ch

set clk_period 1.1
set clk_io_pct 0.2

create_clock -name clk0 -period $clk_period

set non_clock_inputs [all_inputs -no_clocks]
set_input_delay [expr $clk_period * $clk_io_pct] -clock clk0 $non_clock_inputs
set_output_delay [expr $clk_period * $clk_io_pct] -clock clk0 [all_outputs]
==> flow/design.v <==
module multiplexer_3ch(mux_out,data_a,data_b,data_c,sel);
parameter word_size=8;
input [word_size-1 :0] data_a,data_b,data_c;
input [1:0] sel;
output [word_size-1 :0] mux_out;
assign mux_out=(sel==0)?data_a:(sel==1)?data_b:(sel==2)?data_c:'bx;
endmodule
==> flow/run.sh <==
#!/bin/bash
# OpenROAD 26Q1-2900-gdf79404cd8, Yosys 0.63+post, stock flow scripts
make -C /OpenROAD-flow-scripts/flow DESIGN_CONFIG=/design/flow/config.mk WORK_HOME=/design/flow/orfs finish
==> changes_impl.md <==
### Physical design

* Layout area overhead at 238.4%
* End of the critical path: mux_out[3]
* Top cells by area, synth: mux2i_1, o21ai_1, nand2_1, buf_6
* Arrival time at the worst endpoint at between 0.8 and 0.9 ns
* Die W at about 80 µm
* Fmax at 0.9644 GHz
* I/O Pins at 34
* DP Area at 583.1 µm²
* HPWL after detailed placement at 1004 µm
* Largest net degree at the start of global routing at 8
* Hold Vio Cnt, Final at 0
* Antenna diodes at 0
* First-pass GRT wire length at 1773 µm
* Placeable Area at between 3000 and 4000 µm²
* Pwr dens at 297.6 nW/µm²
* Pre-antenna DRT Iters at 3
* Leak Pwr at 0.3292 nW
* Status: finished clean
* Final Cycle Share at 94.27%
* Syn Std Cell Area at between 150 and 200 µm²
* Via density at about 3.1
* RSZ-0062 raised after global routing: false
* WL met3 at 122 µm
* Yosys cell types at 4
* Length of routed met2 wiring at approximately 500 µm
* Slew Viols, Final at 0
* Initial antenna violation count at 0
* Slowest cell on crit path: mux2i_1
* Top cells excl fill/tap: dlygate4sd2_1, mux2i_1, nand2_1, o21ai_1, buf_2
* DR vias at 345
* Yosys top cell by area: mux2i_1
* Routed wire per std cell at approximately 11 µm
* Cell Chain, Critical Path: buf_6 -> buf_4 -> mux2i_1 -> o21ai_1 -> buf_2
* Worst Setup SP: sel[0]
* Yosys stat chip area at 172.7 µm²
* Slew HR at 90.41%
* Worst-path maximum fanout at 7
* Yosys Instances at 26
* Stage-log warning count at 33
* Die Y at 80 µm
* Synth Seq Share at 0%
* Detailed Route Iter0 Violations at 2
* Top-area cell share at 46.38%
* Setup Viol. Count Final at 0
* Highest metal layer with signal wires: met3
* Number of global-route vias before repair at 327
* Finished layout cell area at 584.3 µm²
* VDD IR max at 30.49 µV
* Global-route usage over all layers at under 10%
* MaxCap Viol Count at 0
* I/O Buffers at 34
* Floorplan Utilization at 5.055%
* Routability cong. at approximately 0.8
* # fillers at 395
* CP Class: input port to output port
* Crit. End Element: output port
* Worst endpoint required time at 0.88 ns
* Post-synthesis cell count at 26
* Synth Warn # at 0
* Remaining global-route overflow at 0
* Wl on met1 at 643 µm
* Flop count at 0
* Remaining antenna violation count at 0
* Power consumption at 173.9 µW
* Top cell excl fill/tap: dlygate4sd2_1
* CP max stage delay at 0.18 ns
* Period minus WS final at ~1.0 ns
* Setup crit start kind: input port
* Worst Max-Slew Pin Slew at between 0.1 and 0.15 ns
* Layout cells sized above 1 at 28.36%
* Reg area at 0 µm²
* Chip area at 6400 µm²
* Post-Route WL at 1256 µm
* Worst min-delay path class: input port to output port
* CTS Hold Bufs at 0
* # rows at 21
* # clk buffers at 0
* Post-Syn Area per Cell at 6.641 µm²
* Residual DRC count at 0
[how the worst min path moves through the flow]
stage | from | to | slack, ns | depth (start not counted)
4_1_cts | data_c[6] | mux_out[6] | 0.84 | 4
5_1_grt | data_c[2] | mux_out[2] | 0.76 | 4
6_report | data_c[3] | mux_out[3] | 0.72 | 4
[routing by layer]
metal	vias up	GRT usage [%]
met5	-	0
met4	0	0
met3	0	1.023
met2	23	5.297
met1	147	4.680
li1	175	-
[timing repair]
item | in CTS | in global routing
setup buffers | 6 | 0
pin swaps | 8 | 2
setup endpoints to repair | 8 | 8
resized | 55 | 6
cloned | 1 | 0
[power by group]
group	leakage [nW]	internal [mW]	total, mW	switching [mW]
clock network	0	0	0	0
registers	0	0	0	0
logic	0.329	0.119	0.174	0.0548
total	0.329	0.119	0.174	0.0548
[logic make-up after synthesis]
family	count (synthesis)	synth area share (%)
buf+inv	2	13.04
simple gates	8	17.39
mux	8	46.38
compound gates	8	23.19
[synth_stat cells]
cell type  number
mux2i_1         8
o21ai_1         8
nand2_1         8
buf_6           2
[metrics by stage]
| step | std cells | TNS (ns) | utilization, % | worst slack (ns) | hold slack, ns |
|---|---|---|---|---|---|
| floorplan | 26 | 0 | - | 0.3202 | 0.4706 |
| global placement | 107 | -5.284 | 17.07 | -0.6853 | 1.350 |
| detailed placement | 107 | -5.366 | 17.07 | -0.6856 | 1.357 |
| CTS | 114 | -0.1566 | 17.51 | -0.02924 | 0.8400 |
| global route | 113 | 0 | 17.11 | 0.01270 | 0.7573 |
| finish | 113 | 0 | 17.11 | 0.06304 | 0.7216 |
[worst max-delay path, delay by kind of cell]
kind,cells,cell delay [ns]
mux,1,0.18
buf+inv,3,0.35
compound gates,1,0.07
[cell type report]
cell class                      instances  area, µm²  area share, %
Timing Repair Buffer                   43      376.6          64.45
Multi-Input combinational cell         24      150.1          25.70
Tap cell                               46      57.56          9.850
Power and IR drop assume default switching activity.
