**flow/design.v**
```verilog
module alu_block(alu_zero_flag,alu_out,data_1,data_2,sel);
parameter word_size=8;
parameter NOP=4'b0000;
parameter ADD=4'b0001;
parameter SUB=4'b0010;
parameter AND=4'b0011;
parameter NOT=4'b0100;
parameter RD=4'b0101;
parameter WR=4'b0110;
parameter BR=4'b0111;
parameter BRZ=4'b1000;
input [word_size-1: 0] data_1,data_2;
input [3:0] sel;
output [word_size-1: 0] alu_out;
reg [word_size-1: 0] alu_out;
output alu_zero_flag;
assign alu_zero_flag=~(alu_out[0]|alu_out[1]|alu_out[2]|alu_out[3]|alu_out[4]|alu_out[5]|alu_out[6]|alu_out[7]);
always@(sel or data_1 or data_2)
begin
case(sel)
NOP: alu_out=0;
ADD: alu_out=data_1+data_2;
SUB: alu_out=data_1-data_2;
AND: alu_out=data_1 & data_2;
NOT: alu_out=~data_2;
default alu_out=0;
endcase
end
endmodule
```
**flow/run.sh**
```bash
#!/bin/bash
# OpenROAD 26Q1-2900-gdf79404cd8, Yosys 0.63+post, stock flow scripts
make -C /OpenROAD-flow-scripts/flow DESIGN_CONFIG=/design/flow/config.mk WORK_HOME=/design/flow/orfs finish
```
**flow/config.mk**
```make
export PLATFORM = sky130hd
export DESIGN_NAME = alu_block
export DESIGN_NICKNAME = alu_block
export VERILOG_FILES = /design/flow/design.v
export SDC_FILE = /design/flow/constraint.sdc
export NUM_CORES = 4
export LEC_CHECK = 1
export CORE_AREA = 10 10 74 74
export DIE_AREA = 0 0 84 84
```
**flow/constraint.sdc**
```tcl
current_design alu_block

set clk_period 7.5
set clk_io_pct 0.2

create_clock -name clk0 -period $clk_period

set non_clock_inputs [all_inputs -no_clocks]
set_input_delay [expr $clk_period * $clk_io_pct] -clock clk0 $non_clock_inputs
set_output_delay [expr $clk_period * $clk_io_pct] -clock clk0 [all_outputs]
```
==> results.rst <==
Synthesis and place-and-route
=============================

.. list-table::
   :header-rows: 1

   * - Metric
     - Value
   * - Run status
     - finished clean
   * - Flop count
     - 0
   * - Remaining global-route overflow
     - 0
   * - Crit path kind
     - input port to output port
   * - Part of the power in combinational logic
     - 100.0%
   * - Hold_ws
     - 4090 ps
   * - Summed negative setup slack over all endpoints
     - 0 ps
   * - First-pass GRT wire length
     - 3.70 mm
   * - Instance count of the mapped netlist
     - 98
   * - Tally of OpenROAD warnings
     - 33
   * - Count of hold-fix buffers inserted at cts
     - 0
   * - Overall track demand over capacity in global routing
     - 6.07%
   * - Diodes inserted
     - 0
   * - Clock period minus final worst setup slack
     - 6630 ps
   * - CP endpoint kind
     - output port
   * - Final-report hold violation count
     - 0
   * - Number of nets with antenna violations after routing
     - 0
   * - Hpwl dp
     - 2.05 mm
   * - Portion of the post-synthesis area used by sequential elements
     - 0%
   * - Post-synthesis cell area
     - 722 µm²
   * - Count of warnings emitted by yosys
     - 1
   * - Final max-slew violation count
     - 0
   * - Number of DRC markers in iteration 0
     - 35
   * - Critical-path maximum fanout
     - 9
   * - DRT Pass-1 Iters
     - 4
   * - IO Pins
     - 29
   * - CP max stage cell
     - clkdlybuf4s50_1
   * - Post-Syn Area per Cell
     - 7.37 µm²
   * - Number of distinct standard cells referenced by the synthesized netlist
     - 31
   * - Headroom to the max-slew limit
     - 62.1%
   * - Power density over cell area
     - 75.7 nW/µm²
   * - Top cell excl fill/tap
     - clkdlybuf4s50_1
   * - Setup repair after global routing missed its margin
     - false
   * - Final setup vio count
     - 0
   * - Number of input and output port buffers inserted
     - 29
   * - Final weighted congestion in routability-driven placement
     - 0.832
   * - Vias in the first global route
     - 779
   * - Worst ir drop on vdd
     - 0.0000237 V
   * - Cell count in the Yosys report
     - 98
   * - Post-cts resize count
     - 0
   * - Internal portion of total power
     - 43.0 µW
   * - Placeable Area
     - 3970 µm²
   * - Highest cell delay on the worst timing path
     - 600 ps
   * - Area reported by Yosys stat
     - 722 µm²
   * - Actual transition at the worst max-transition pin
     - 562 ps
   * - Switching part of the total power
     - 45.7%
   * - Top achievable clock speed
     - 0.151 GHz
   * - Sequential cell area
     - 0 µm²
   * - Initial standard-cell utilization of the core
     - 18.2%
   * - Overall die area
     - 7060 µm²
   * - Number of clock buffers in the layout
     - 0
   * - Clock network fraction of total power
     - 0%
   * - Worst hold path class
     - input port to output port
   * - Horizontal die dimension
     - 84 µm
   * - Leak Pwr
     - 0.395 nW
   * - Sequence of cells on the critical path
     - clkdlybuf4s50_1, nor4b_4, mux2_2, fa_1, xor2_1, o221ai_2, or3_1, or3_1, nor4_2, clkdlybuf4s50_1
   * - Number of antenna violations at the first check in global routing
     - 0
   * - P_sw
     - 36.2 µW
   * - Pin count of the biggest net entering global routing
     - 10
   * - Most frequent logic cells in the routed design
     - clkdlybuf4s50_1 (29), nor2_1 (14), xnor2_1 (11)
   * - Top cell family by delay on the critical path
     - simple AND/OR/NAND/NOR gates
   * - Vias after detailed routing
     - 803
   * - Post-CTS setup buffer count
     - 0
   * - Crit path DRT
     - 6000 ps
   * - Fraction of final layout cells sized beyond drive strength 1
     - 4.03%
   * - Detail-routed net length per standard cell
     - 13.2 µm
   * - Crit start category
     - input port
   * - Routed via count divided by cell count
     - 4.61
   * - Arr. time, crit path
     - 5130 ps
   * - Standard-cell row count
     - 23
   * - Height of the die
     - 84 µm
   * - Total wirelength of the detailed-routed design
     - 2.30 mm
   * - Area delta synth->final
     - 45.1%
   * - Final clock period utilization by the worst path
     - 88.4%
   * - Worst path buffer plus inverter count
     - 2
   * - DRC violations left
     - 0
   * - Share of power burned in registers
     - 0%
   * - Max-cap viol count
     - 0
area by class of cell:
cell class,count,area [µm²]
fillers,440,2920
multi-input cells,87,664
repair buffers,29,290
inverters,8,30.0
well taps,50,62.6
path summary, 6_finish.rpt:
path / start / to / slack, ps / depth (start not counted)
max: sel[3] / alu_zero_flag / 870 / 10
min: data_1[2] / alu_out[2] / 4090 / 4
cells in the mapped netlist:
cell	number	share of area, %
nor4b_4	1	3.3
o31ai_1	1	1.0
o22ai_1	3	2.6
nor4_2	1	1.7
o221ai_2	2	4.2
or3b_1	1	1.2
o32ai_1	2	2.4
buf_2	1	0.69
nor3_1	3	2.1
inv_1	8	4.2
a41o_1	1	1.4
nor2_1	14	7.3
nor3b_1	1	1.0
or3_1	3	2.6
xor2_1	1	1.2
or4b_1	1	1.4
a21oi_1	5	3.5
o21ai_0	1	0.69
and4_1	1	1.2
nand2_1	2	1.0
ha_1	9	16
buf_6	2	3.1
a221oi_1	1	1.2
mux2_2	1	1.6
a31oi_1	9	7.8
nor4bb_1	1	1.4
fa_1	1	2.8
nand2b_1	5	4.3
o21a_1	2	2.1
nand3_1	3	2.1
xnor2_1	11	13
layer usage:
layer / vias up / share of wire [%] / GRT usage [%]
met5: - / 0 / 0
met4: 0 / 0 / 0
met1: 359 / 52 / 8.44
met2: 19 / 43 / 9.83
li1: 425 / - / -
met3: 0 / 5.2 / 1.38
metrics by stage:
step / cells / util [%] / total power, mW / area (µm²) / setup WS, ps
floorplan: 98 / - / 0.0475 / 722 / 2120
global placement: 174 / 26.4 / 0.0798 / 1050 / 908
detailed placement: 174 / 26.4 / 0.0798 / 1050 / 851
CTS: 174 / 26.4 / 0.0801 / 1050 / 844
global route: 174 / 26.4 / 0.0892 / 1050 / 530
finish: 174 / 26.4 / 0.0792 / 1050 / 871
power groups by stage:
stage / Combinational, mW / Sequential, mW / Clock, mW
6_report: 0.0792 / 0 / 0
5_1_grt: 0.0892 / 0 / 0
4_1_cts: 0.0801 / 0 / 0
kinds of logic after synthesis:
kind of cell,after synthesis,synth area share (%)
compound gates,27,26.9
xor+xnor,12,14.6
fa+ha+maj,10,18.4
buf+inv,11,7.97
mux,1,1.56
simple gates,37,30.7
Power figures rest on the tool's default switching activity, not on a simulated workload.
